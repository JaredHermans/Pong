[flow/run.sh]
#!/bin/bash
# OpenROAD 26Q1-2900-gdf79404cd8, Yosys 0.63+post, stock flow scripts
make -C /OpenROAD-flow-scripts/flow DESIGN_CONFIG=/design/flow/config.mk WORK_HOME=/design/flow/orfs finish
[flow/config.mk]
export PLATFORM = sky130hd
export DESIGN_NAME = Pong_Ball_Ctrl
export DESIGN_NICKNAME = Pong_Ball_Ctrl
export VERILOG_FILES = /design/flow/design.v
export SDC_FILE = /design/flow/constraint.sdc
export NUM_CORES = 4
export LEC_CHECK = 1
export CORE_UTILIZATION = 30
[flow/constraint.sdc]
current_design Pong_Ball_Ctrl

set clk_period 3.4
set clk_io_pct 0.2

create_clock -name clk0 -period $clk_period [get_ports {i_Clk}]

set non_clock_inputs [all_inputs -no_clocks]
set_input_delay [expr $clk_period * $clk_io_pct] -clock clk0 $non_clock_inputs
set_output_delay [expr $clk_period * $clk_io_pct] -clock clk0 [all_outputs]
[flow/design.v]
module Pong_Ball_Ctrl #(
    parameter           c_GAME_WIDTH    = 40,
    parameter           c_GAME_HEIGHT   = 30
) (
    input               i_Clk,
    input               i_Game_Active,
    input       [5:0]   i_Col_Count_Div,
    input       [5:0]   i_Row_Count_Div,
    output reg          o_Draw_Ball,
    output reg  [5:0]   o_Ball_X        = 0,
    output reg  [5:0]   o_Ball_Y        = 0
);
    parameter           c_BALL_SPEED    = 1250000;
    reg         [5:0]   r_Ball_X_Prev   = 0;
    reg         [5:0]   r_Ball_Y_Prev   = 0;
    reg         [31:0]  r_Ball_Count    = 0;
    always @(posedge i_Clk) begin
        if (i_Game_Active == 1'b0) begin
            o_Ball_X        <= c_GAME_WIDTH / 2;
            o_Ball_Y        <= c_GAME_WIDTH / 2;
            r_Ball_X_Prev   <= c_GAME_WIDTH / 2 + 1;
            r_Ball_Y_Prev   <= c_GAME_WIDTH / 2 - 1;
        end
        else begin
            if (r_Ball_Count < c_BALL_SPEED)
                r_Ball_Count <= r_Ball_Count + 1;
            else begin
                r_Ball_Count <= 0;
                r_Ball_X_Prev <= o_Ball_X;
                r_Ball_Y_Prev <= o_Ball_Y;
                if ((r_Ball_X_Prev < o_Ball_X && o_Ball_X == c_GAME_WIDTH-1) || (r_Ball_X_Prev > o_Ball_X & o_Ball_X != 0))
                    o_Ball_X <= o_Ball_X - 1;
                else 
                    o_Ball_X <= o_Ball_X + 1;
                if ((r_Ball_Y_Prev < o_Ball_Y && o_Ball_Y == c_GAME_HEIGHT-1) || (r_Ball_Y_Prev > o_Ball_Y && o_Ball_Y != 0))
                    o_Ball_Y <= o_Ball_Y - 1;
                else 
                    o_Ball_Y <= o_Ball_Y + 1;
            end 
        end
    end 
    always @(posedge i_Clk) begin
        if (i_Col_Count_Div == o_Ball_X && i_Row_Count_Div == o_Ball_Y)
            o_Draw_Ball <= 1'b1;
        else 
            o_Draw_Ball <= 1'b0; 
    end
endmodule
==> impl_metrics.tcl <==
# implementation run metrics
set metrics [dict create \
    n_antenna_cell 0 \
    irDropWorstVdd_uv 496 \
    avgSynthCellArea_um2 11.1 \
    insertion_delay_ns 0.32 \
    io_pins 27 \
    p_switching_w 0.00109 \
    final_setup_violating_endpoints 0 \
    openroad.warnings 25 \
    hold_slack_ns 0.477 \
    synth.most_common_cell "sky130_fd_sc_hd__edfxtp_1" \
    critPathMaxFanout 6 \
    final_core_utilization_pct 38.2 \
    yosysTopAreaCell "sky130_fd_sc_hd__edfxtp_1" \
    number_of_buffers_inserted_during_clock_tree_synthesis 9 \
    reg2reg_slack_ns 0.28 \
    worstSetupPathType "reg -> reg" \
    min-delay-path-class "reg -> reg" \
    fp.dieH_um 109 \
    worst-endpoint-required_ns 3.64 \
    synthTopCellsByArea "sky130_fd_sc_hd__edfxtp_1 28%, sky130_fd_sc_hd__dfxtp_1 15%, sky130_fd_sc_hd__ha_1 7.7%" \
    cts-root-buf "sky130_fd_sc_hd__clkbuf_16" \
    areaGrowthSynthToFinish_pct 22.6 \
    worstPathArrival_ns 3.36 \
    worst_setup_path_end_kind "flop" \
    layout_worst_path_cycle_share_pct 91.7 \
    floorplan.rows 38 \
    critPathLaunchType "flop" \
    drc 0 \
    worstSetupStartpoint "o_Ball_X[4]" \
    cts.clk_slew.worst_paths_ns 0.05 \
    fp_util_pct 31.2 \
    worstPathBufferInverterCount 1 \
    timing.slew.headroom_pct 47.1 \
    detail_route.wl_per_cell_um 12.2 \
    layout.area.seq_mm2 0.00147 \
    grt_first_pass_wirelength_um 10800 \
    power.share.sequential_pct 27.6 \
    placedCellCount 487 \
    cpMaxStageDelayCell "sky130_fd_sc_hd__dfxtp_2" \
    multiInputGateArea_mm2 0.00186 \
    synth-seq-area-share_pct 42.8 \
    chipWidth_um 109 \
    grt_pass1_vias 2274 \
    totalNegativeSetupSlack_ns 0 \
    comb_power_share_pct 46.5 \
    synth.cells.most_frequent "32 x sky130_fd_sc_hd__edfxtp_1, 25 x sky130_fd_sc_hd__dfxtp_1, 24 x sky130_fd_sc_hd__nand2_1" \
    portBuffers 26 \
    total_die_area_mm2 0.0118 \
    postSynth.topFlopCell "sky130_fd_sc_hd__edfxtp_1" \
    critical_path.reg2reg.endpoint "o_Ball_X[5]" \
    run_status "complete, no violations" \
    post_synthesis_cell_count_from_yosys 308 \
    vias 2269 \
    ant_nets 0 \
    post_route_cells_drive_above_1_share_pct 15.2 \
    critical_path_cell_count 13 \
    htree_num_levels 3 \
    r2r_cells 13 \
    top_area_share_pct 28.2 \
    tightest_slew_ns 0.794 \
    unrepaired_setup_endpoints_after_global_routing "false" \
    finalWirelength_um 6130 \
    grt_overflow_total 0 \
    netlist-cell-type-count 44 \
    final_cell_count_no_fill 503 \
    max-clock-path-buffers 2 \
    worst_path_largest_cell_delay_ns 0.38 \
    vias_per_cell 4.51 \
    max_capacitance_violation_count 0 \
    power.clock.fraction_pct 25.9 \
    place_congestion 0.817 \
    crit-reg2reg-launch "o_Ball_X[4]" \
    critical_path.endpoint "o_Ball_X[5]" \
    p_int_w 0.00220 \
    maximum_number_of_pins_on_one_net_before_global_route_repair 43 \
    timing.clock.skew_ns 0.00623 \
    antenna_violations_before_repair 0 \
    fillCellCount 1039 \
    synth_area_mm2 0.00341 \
    hpwlAfterDp_um 4360 \
    count_of_library_flops_with_an_enable_pin 32 \
    cell_family_with_most_cp_delay "simple AND/OR/NAND/NOR gates" \
    ys_chip_area_mm2 0.00341 \
    number_of_design_rule_violations_left_by_the_first_detailed_router_iteration 66 \
    synthesis.instances 308 \
    p_per_area_mw_per_mm2 786 \
    clock_sink_count 57 \
    ys_warn_count 1 \
    async_reset_ff_share_pct 0 \
    worstPathCellList "inv_1 > ha_1 > and4_1 > o21a_1 > o31a_1 > or2_2 > ha_1 > o21ai_0 > o21bai_1 > a21oi_1 > or3_1 > a21oi_1 > mux2i_1" \
    finalCriticalPeriod_ns 3.12 \
    timing.fmax_mhz 321 \
    coreArea_mm2 0.0109 \
    finalHoldViolations 0 \
    cellLeakagePower_nw 1.66 \
    ys_ff 57 \
    cts_tree "built" \
    groute.usage.overall_pct 11.8 \
    detailedRoute.firstPassIterationCount 4 \
    timing_max_transition_violations_final 0 \
    sw_share_pct 33.2 \
]
==> tightest hold or removal path: cells and delay by family, from the launching register on <==
kind	cells	cell delay (ns)
flops	1	0.32
mux	1	0.07
simple gates	1	0.06
==> repair_timing <==
item | in CTS | in global routing
hold buffers | 0 | 0
gates resized | 0 | 3
setup buffers | 0 | 0
endpoints found under the setup margin | 0 | 2
==> through the flow <==
| step | cell area, um^2 | total power [W] | setup slack, ns |
|---|---|---|---|
| floorplan | 3450 | 0.00206 | 0.426 |
| global placement | 3890 | 0.00244 | 0.231 |
| detailed placement | 3890 | 0.00245 | 0.192 |
| CTS | 4180 | 0.00333 | 0.157 |
| global route | 4180 | 0.00361 | 0.0305 |
| finish | 4180 | 0.00329 | 0.283 |
==> sequential cells by signal, summed over array words and instances, names as in the netlist <==
name and count:
o_Ball_Y 6, o_Ball_X 6, r_Ball_Count 32, r_Ball_Y_Prev 6, o_Draw_Ball 1, r_Ball_X_Prev 6
==> kinds of logic after synthesis <==
kind of cell,synth area share [%]
multiplexers,5.28
buffers and inverters,4.03
other,0.110
adder cells (fa/ha/maj),8.88
flip-flops,42.8
AND/OR/NAND/NOR,20.3
AND-OR/OR-AND,9.83
XOR/XNOR,8.73
==> routing by layer <==
metal  wire [um]  track usage (%)  vias up  part of all wire [%]
met5           0                0        -                     0
met4          29            0.965        0                  0.47
met3         271             3.72        2                   4.4
met2        2760             18.0       29                    45
met1        3070             17.5     1036                    50
li1            -                -     1202                     -
==> placed cells by master, fill, tap and decap left out, drive strengths merged, types with 5 or more instances in the layout <==
cell type	instances
and3	5
edfxtp	32
nand2	24
conb	11
o21ai	10
and4	6
xor2	12
inv	12
buf	14
a21oi	11
dfxtp	25
nor2b	12
xnor2	22
ha	21
nor2	28
nor4	6
mux2i	18
clkdlybuf4s50	25
clkbuf	10
nand4	6
o211ai	5
==> power by group through the flow <==
stage / logic [W] / clock network (W) / registers (W)
final: 0.00153 / 0.000851 / 0.000908
after global routing: 0.00177 / 0.000912 / 0.000921
after CTS: 0.00155 / 0.000873 / 0.000905
==> worst min path at each step <==
stage	cells after the start	to	startpoint
CTS	2	r_Ball_X_Prev[4]	r_Ball_X_Prev[4]
global route	2	r_Ball_X_Prev[4]	r_Ball_X_Prev[4]
finish	2	r_Ball_X_Prev[4]	r_Ball_X_Prev[4]
==> layout make-up <==
cell class	instances	area share, %
well taps	140	4.19
inverters	12	1.08
flip-flops and latches	57	35.0
multi-input cells	239	44.4
clock inverters	6	1.41
repair buffers	39	8.44
clock buffers	10	5.47
Power and IR drop assume default switching activity.
