File: design/flow/constraint.sdc
current_design Pong_Paddle_Ctrl

set clk_period 4.3
set clk_io_pct 0.2

create_clock -name clk0 -period $clk_period [get_ports {i_Clk}]

set non_clock_inputs [all_inputs -no_clocks]
set_input_delay [expr $clk_period * $clk_io_pct] -clock clk0 $non_clock_inputs
set_output_delay [expr $clk_period * $clk_io_pct] -clock clk0 [all_outputs]
File: design/flow/run.sh
#!/bin/bash
# OpenROAD 26Q1-2900-gdf79404cd8, Yosys 0.63+post, stock flow scripts
make -C /OpenROAD-flow-scripts/flow DESIGN_CONFIG=/design/flow/config.mk WORK_HOME=/design/flow/orfs finish
File: design/flow/config.mk
export PLATFORM = sky130hd
export DESIGN_NAME = Pong_Paddle_Ctrl
export DESIGN_NICKNAME = Pong_Paddle_Ctrl
export VERILOG_FILES = /design/flow/design.v
export SDC_FILE = /design/flow/constraint.sdc
export NUM_CORES = 4
export LEC_CHECK = 1
export CORE_UTILIZATION = 50
File: design/flow/design.v
module Pong_Paddle_Ctrl #(
    parameter           c_PLAYER_PADDLE_X   = 0,
    parameter           c_PADDLE_HEIGHT     = 6,
    parameter           c_GAME_HEIGHT       = 30
) (
    input               i_Clk,
    input       [5:0]   i_Col_Count_Div,
    input       [5:0]   i_Row_Count_Div,
    input               i_Paddle_Up,
    input               i_Paddle_Dn,
    output reg          o_Draw_Paddle,
    output reg  [5:0]   o_Paddle_Y
);
    parameter           c_PADDLE_SPEED      = 1250000;
    reg         [31:0]  r_Paddle_Count      = 0;
    wire                w_Paddle_Count_En;
    assign w_Paddle_Count_En = i_Paddle_Up ^ i_Paddle_Dn;
    always @(posedge i_Clk) begin
        if (w_Paddle_Count_En == 1'b1) begin
            if (r_Paddle_Count == c_PADDLE_SPEED)
                r_Paddle_Count <= 0;
            else 
                r_Paddle_Count <= r_Paddle_Count + 1;    
        end
        if (i_Paddle_Up == 1'b1 && r_Paddle_Count == c_PADDLE_SPEED && o_Paddle_Y !== 0)
            o_Paddle_Y <= o_Paddle_Y - 1;
        else if ( i_Paddle_Dn == 1'b1 && r_Paddle_Count == c_PADDLE_SPEED && o_Paddle_Y !== c_GAME_HEIGHT-c_PADDLE_HEIGHT-1)
            o_Paddle_Y <= o_Paddle_Y + 1;
    end
    always @(posedge i_Clk) begin
        if (i_Col_Count_Div == c_PLAYER_PADDLE_X && i_Row_Count_Div >= o_Paddle_Y && i_Row_Count_Div <= o_Paddle_Y + c_PADDLE_HEIGHT)
            o_Draw_Paddle <= 1'b1;
        else 
            o_Draw_Paddle <= 1'b0;
    end
endmodule
==> metrics.csv <==
metric,value,unit
antenna_found_initial,0,
n_antenna_cell,0,
yosys-top-cells-area,"edfxtp_1, ha_1, xnor2_1, xor2_1, nor2_1",
cts.htree.levels,2,
critPathSlowestCell,clkdlybuf4s50_1,
worstSkewPairLatency,0.29,ns
fp.dieH,72.1,um
rows,25,
cellPowerDensity,321,nW/um2
dp_hpwl,3340,um
vias_per_cell,5.33,
maxCapViolations,0,
die_width,72.1,um
clkSinkCount,39,
overflow,0,
grt_pass1_vias,1609,
post_cts_resized,0,
post_synth.cell_area_avg,10.9,um2
slew_violations,0,
numCtsBuffers,5,
grt_max_degree,33,
clk_pin_slew,0.08,ns
edf_count,38,
cts_hold_buf,0,
syn2layout_area_growth,16.9,%
fin_skew,0.00768,ns
ir_drop,214,uV
end_kind,flop,
io_buffers,21,
synth_top_area_share,0.465,
post_cts_buffers,0,
worstReg2RegStart,r_Paddle_Count[8],
rr_worst_depth,10,
cts_root_buf,clkbuf_8,
reg2reg_to,o_Paddle_Y[5],
clock_path_buffers,2,
ys_chip_area,2460,um2
holdPathStages,1,
tightest_slew,0.899,ns
period_used_share,0.685,
cpPeakStageDelay,0.53,ns
place_area,2760,um2
cp_max_fo,6,
hold_path.class,flop to flop,
io_pins,22,
grt_pass1_wl,7330,um
utilization,0.608,
synth_cell_type_count,40,
rsz0062_at_grt,no,
drc,0,
vias,1716,
fmax,0.339,GHz
holdPathEnd,r_Paddle_Count[31],
route.final.wire_length,4440,um
min-delay-start,r_Paddle_Count[31],
crit_family,simple AND/OR/NAND/NOR gates,
synth_flops,39,
yosysWarnings,1,
synth_seq_share,0.473,
gp_congestion,0.820,
finalSetupViolCount,0,
r2r_setup_slack,1.47,ns
arrival,2.98,ns
leakagePower,0.00106,uW
drive_above_1_share,0.0627,
ff_type,edfxtp_1,
async_flop_share,0,
setup_tns,0,ns
cts_tree,built,
die-area,5200,um2
coreArea,4720,um2
crit_start,i_Paddle_Up,
slew_headroom,0.395,
cpMostUsedCell,a21oi_1,
crit_buf_inv,1,
cp.required,4.33,ns
syn-cell-area,2460,um2
place_ws,1.06,ns
initCoreUtil,0.520,
path_class,input pin to flop,
path_cells,"clkdlybuf4s50_1, nand2_1, nor4_4, ha_1, a21oi_1, nor2b_1, o21ai_0, a21oi_1, xnor3_1",
status,"finished, final reports clean",
start_kind,input pin,
wl_per_cell,13.8,um
yosys.area.top_type,edfxtp_1,
synthCells,226,
drtIter0Drc,66,
tool_warnings,28,
fin_ws,1.35,ns
final_hold_viol_count,0,
drtAntennaViolNets,0,
ys_cells,226,
min_period,2.95,ns
final_area,2870,um2
drt-pass1-iter-count,4,
track_usage,0.189,
[synth_stat cells (all sizes together), types with 5 or more instances]
| cell | number |
|---|---|
| xnor2 | 24 |
| nand2 | 15 |
| xor2 | 13 |
| nor4 | 5 |
| inv | 16 |
| nand4 | 11 |
| nor3 | 8 |
| ha | 18 |
| edfxtp | 38 |
| nand3 | 12 |
| nor2 | 28 |
[sequential cells by signal (all words and copies together), names as in the netlist]
name / cells
o_Draw_Paddle: 1
o_Paddle_Y: 6
r_Paddle_Count: 32
[cell usage in the layout, fill, tap and decap left out, types with 3 or more instances in the layout]
| master | Yosys | routed |
|---|---|---|
| clkdlybuf4s50_1 | 0 | 21 |
| xor2_1 | 13 | 12 |
| nand2_1 | 15 | 15 |
| edfxtp_1 | 38 | 38 |
| nand3_1 | 11 | 11 |
| xnor2_1 | 24 | 24 |
| inv_1 | 16 | 16 |
| nor4_1 | 3 | 3 |
| clkbuf_8 | 0 | 5 |
| nor2_1 | 28 | 28 |
| a21o_1 | 3 | 3 |
| a21oi_1 | 4 | 4 |
| nand4_1 | 11 | 11 |
| o21ai_0 | 4 | 4 |
| ha_1 | 18 | 18 |
| nor3_1 | 8 | 8 |
[worst max-delay path by stage]
stage | endpoint | depth (start not counted)
4_1_cts | o_Paddle_Y[5] | 9
5_1_grt | o_Paddle_Y[5] | 9
6_report | o_Paddle_Y[5] | 9
[per-layer routing]
layer | routed length (um) | vias to the layer above | track usage | share of wire
met5 | 0 | - | 0 | 0
met4 | 34 | 0 | 0.0153 | 0.0077
met3 | 196 | 4 | 0.0394 | 0.044
met2 | 1930 | 32 | 0.277 | 0.43
met1 | 2290 | 804 | 0.329 | 0.51
li1 | - | 876 | - | -
[power by group]
part | internal [uW] | leakage, uW | switching, uW
Combinational | 54.2 | 0.000643 | 52.3
Sequential | 473 | 0.000361 | 46.2
Clock | 170 | 0.0000556 | 125
[per-stage QoR]
| stage | hold slack [ns] | total power (uW) | std cells |
|---|---|---|---|
| detailed placement | 0.589 | 631 | 314 |
| global route | 0.637 | 960 | 322 |
| CTS | 0.609 | 925 | 322 |
| finish | 0.601 | 921 | 322 |
| global placement | 0.572 | 628 | 314 |
| floorplan | 0.551 | 591 | 226 |
[cell families after synthesis]
logic type / count (synthesis) / share of synthesized area
compound gates: 20 / 0.0535
xor+xnor: 38 / 0.141
fa+ha+maj: 19 / 0.0998
buf+inv: 18 / 0.0280
flops: 39 / 0.473
simple gates: 92 / 0.205
[final cells by class]
| class | instances | area, um2 |
|---|---|---|
| inverters | 16 | 60.1 |
| well taps | 67 | 83.8 |
| clock inverters | 3 | 38.8 |
| multi-input cells | 169 | 1230 |
| flip-flops and latches | 39 | 1160 |
| fillers | 356 | 1850 |
| repair buffers | 23 | 225 |
| clock buffers | 5 | 68.8 |
Power figures rest on the tool's default switching activity, not on a simulated workload.
